**design/flow/constraint.sdc**
```tcl
current_design top

set clk_period 5.5
set clk_io_pct 0.2

create_clock -name clk0 -period $clk_period [get_ports {i_clk}]

set non_clock_inputs [all_inputs -no_clocks]
set_input_delay [expr $clk_period * $clk_io_pct] -clock clk0 $non_clock_inputs
set_output_delay [expr $clk_period * $clk_io_pct] -clock clk0 [all_outputs]
```
**design/flow/run.sh**
```bash
#!/bin/bash
# OpenROAD 26Q1-2900-gdf79404cd8, Yosys 0.63+post, stock flow scripts
make -C /OpenROAD-flow-scripts/flow DESIGN_CONFIG=/design/flow/config.mk WORK_HOME=/design/flow/orfs finish
```
**design/flow/config.mk**
```make
export PLATFORM = sky130hd
export DESIGN_NAME = top
export DESIGN_NICKNAME = top
export VERILOG_FILES = /design/flow/design.v
export SDC_FILE = /design/flow/constraint.sdc
export NUM_CORES = 4
export LEC_CHECK = 1
export CORE_UTILIZATION = 30
```
**design/flow/design.v**
```verilog
module top
(
    input i_clk,
    input i_rst,
    output reg o_read_en,
    output reg [63:0] o_read_addr,
    output reg o_write_en,
    output reg [63:0] o_write_addr,
    input wire [63:0] i_data,
    output reg [63:0] o_data
);
reg [1:0]  r_state;
reg [63:0] r_data;
parameter read    = 2'b00;
parameter compute = 2'b01;
parameter write   = 2'b10;
always_ff @ (posedge i_clk or posedge i_rst) begin
    if (i_rst) begin
        o_read_en  <= 0;
        o_write_en <= 0;
        r_state    <= read;
    end
    else begin
        case (r_state)
            read:
                begin
                    o_write_en  <= 0;
                    o_read_en   <= 1;
                    o_read_addr <= 0;
                    r_state     <= compute;
                end
            compute:
                begin
                    o_read_en   <= 0;
                    r_data      <= (i_data << 1);
                    r_state     <= write;
                end
            write:
                begin
                    o_write_en   <= 1;
                    o_write_addr <= 0;
                    o_data       <= r_data;
                    r_state      <= read;
                end
            default:
                r_state <= read;
        endcase
    end
end
endmodule
```
==> COMMIT_EDITMSG <==
Update PnR metrics after Yosys + OpenROAD run

- Run status: finished, final reports clean
* Adder Area Share: 0
- The final timing summary puts the cycle share of the worst path at 0.489.
* First-pass GRT wire length: 10400 um
* Max-slew violations: 0
- Area of the multi-input gates: 527 um^2
- The slowest stage of the critical path is the buf_4 cell.
* Worst supply voltage drop on vdd: 0.000186 V
- Arrival time of data at the critical path endpoint: 2.73 ns
- Number of buffers created by CTS: 17
- Maximum number of pins on one net before global-route repair: 51
* Count of inserted antenna diode cells: 0
* Leftover overflow at the end of global routing: 0
- For the final routed database, the setup TNS stands at 0 ns.
* Maximum cell stage delay along the critical path: 0.61 ns
* Number of vias per cell: 3.33
* Number of port buffers: 129
- Number of gates resized after CTS: 0
- In the synthesized netlist, the dominant kind of combinational cell is buffers and inverters.
* Power density over cell area: 334 nW/um^2
- By startpoint and endpoint, the worst setup path is classified as input port to flop.
* Die H: 130 um
- Worst-case clock skew: 0.0115 ns
* Final-layout fill cell count: 1448
- Xor/xnor share of the synthesized area: 0
- Maximum fanout along the worst path: 50
- Clock tree synthesis selected as its root buffer the cell clkbuf_16.
- Clock net sink count: 131
* Cell accounting for the most synthesized area: edfxtp_1
- TritonCTS built the clock tree.
- Max-cap violations in this run came to 0.
- The detailed router placed 2152 vias in this run.
* Cell count after placement: 614
- Per the synthesis report, the AND-OR/OR-AND share of the synthesized area is 0.00153.
- Area of the placeable core: 15900 um^2
* Share of synthesized area occupied by flip-flops and latches: 0.795
* GR Util All Layers: 0.0878
* Syn Std Cell Area: 4920 um^2
* Length in cells of the worst reg-to-reg path: 2
- The synth_stat.txt file lists the number of cells as 268.
- Leading cell types by total area after synthesis: edfxtp_1 77%, buf_4 20%, dfrtp_1 2.0%
* Number of standard cells after synthesis: 268
* Worst hold path cell count: 0
* Critical Path Start Type: input port
- The warning tally printed by Yosys for this design is 1.
- Post-synthesis simple-gate area fraction: 0.00407
- Post-synthesis, Yosys gives the total cell area as 4920 um^2.
- Endpoints with negative setup slack in the final report add up to 0.
- Pleak: 2.43 nW
- According to the floorplan log, the row count is 46.
- Area share, top type: 0.769
* Mean post-synth cell area: 18.3 um^2
- Number of levels the H-tree was split into: 4
* Crit path DRT: 5.54 ns
* Pin slew with the least headroom to its limit: 0.636 ns
* Horizontal extent of the die: 130 um
- Number of DRC violations after detailed-routing iteration 0: 78
* Clock latency of the later-clocked register in the worst-skew pair: 0.41 ns
- Number of buffers on the longest clock path: 2
* Via count of the first global-routing pass: 1910
- Endpoints failing hold in the final report were tallied at 0.
- Setup repair after global routing missed its margin: false
* Number of iterations in the first detailed-routing pass: 4
- STA classifies the critical path endpoint as a flop.
- Worst slew margin relative to its limit: 0.576
* Crit path time final: 2.69 ns
* Routability Congestion: 0.715
- Per the repair_timing log after CTS, setup buffers inserted total 0.
- In this run the remaining antenna-violating nets after routing total 0.
- Count of distinct cell types in the synthesized netlist: 9
- Chip area: 16900 um^2
- The tool warning count for the run is 26.
- Per the detail_route report, routed wire per instance is 11.7 um.
- Highest attainable clock frequency: 0.372 GHz
- The initial utilization of the core area, before any placement, comes to 0.308.
- Fraction of final layout cells sized beyond drive strength 1: 0.0837
- The portion of synthesized area spent on multiplexers is 0.
- The routed layout reports a DRC error count of 0.
- 260 I/O pins were placed.
* Final standard cell count with taps included and fillers excluded: 646
- Listed in order, past its start point the critical path passes clkdlybuf4s50_1 > nor2b_4 > buf_4.
* Antenna violations before repair: 0
- On the worst setup and hold paths after CTS, the clock-pin slew comes to 0.06 ns.
- CTS Hold Buffers Added: 0
- Post-DP HPWL: 5410 um
* FF+latch count, synth: 131
- Synthesis-to-layout area growth: 34.1%
* Type of the tightest min-delay check: flop to flop
* Total power of the final layout: 0.00220 W
- Sum of routed wire length over all layers: 7540 um
- Summing all flip-flop and latch instances after layout gives 3910 um^2.
-- cells in the mapped netlist (all sizes together) --
cell and count:
buf 129, edfxtp 126, dfrtp 4, inv 2, nor2 2, nor2b 2, a21o 1, conb 1
dfstp 1
-- placed cells by master, fill, tap and decap left out --
| cell type | synthesis | layout |
|---|---|---|
| a21o_1 | 1 | 1 |
| buf_4 | 129 | 2 |
| bufinv_16 | 0 | 1 |
| clkbuf_16 | 0 | 17 |
| clkdlybuf4s50_1 | 0 | 129 |
| clkinv_1 | 0 | 1 |
| clkinv_2 | 0 | 1 |
| clkinv_4 | 0 | 3 |
| clkinv_8 | 0 | 1 |
| clkinvlp_4 | 0 | 2 |
| conb_1 | 1 | 129 |
| dfrtp_1 | 4 | 4 |
| dfstp_2 | 1 | 1 |
| edfxtp_1 | 126 | 126 |
| inv_1 | 2 | 2 |
| inv_6 | 0 | 6 |
| nor2_1 | 2 | 2 |
| nor2b_4 | 0 | 2 |
-- worst max-delay path, delay by kind of cell --
kind          cells  cell delay [ns]
buf+inv           2             1.12
simple gates      1             0.46
-- flip-flops by register name (all words and copies together) (netlist names) --
signal,cells
o_data,63
o_read_en,1
o_write_en,1
r_data,63
r_state,3
-- final cells by class --
cell class,instances,share of cell area
multi-input cells,134,0.0799
repair buffers,131,0.198
flip-flops and latches,131,0.593
well taps,216,0.0410
clock buffers,17,0.0645
clock inverters,15,0.0226
inverters,2,0.00114
-- path summary, 6_finish.rpt --
| kind | start | end | slack, ns |
|---|---|---|---|
| setup reg to reg | r_state[2] | r_data[24] | 3.64 |
| setup / recovery | i_rst | r_data[24] | 2.81 |
| hold reg to reg | r_state[1] | r_state[0] | 0.41 |
| min in group asynchronous | i_rst | r_state[2] | 1.05 |
| max in group asynchronous | i_rst | r_state[0] | 4.22 |
| hold / removal | r_state[1] | r_state[0] | 0.41 |
-- routing by layer --
metal | up-vias | share of wire | GRT usage
met5 | - | 0 | 0
met4 | 0 | 0.014 | 0.0192
met3 | 7 | 0.12 | 0.0380
met2 | 146 | 0.50 | 0.139
met1 | 1015 | 0.36 | 0.117
li1 | 984 | - | -
-- through the flow --
| stage | instance area, um^2 | utilization | hold WS [ns] | setup slack [ns] |
|---|---|---|---|---|
| final | 6600 | 0.414 | 0.408 | 2.81 |
| after global routing | 6600 | 0.414 | 0.422 | 2.71 |
| after CTS | 6600 | 0.414 | 0.411 | 2.80 |
| after detailed placement | 6020 | 0.378 | 0.395 | 2.35 |
| after global placement | 6020 | 0.378 | 0.393 | 2.38 |
| after floorplan | 5400 | - | 0.367 | 1.09 |
-- power by group --
part | internal [W] | switching (W)
clock | 0.000633 | 0.000435
sequential | 0.00108 | 0
combinational | 0.0000392 | 0.00000988
-- cells by family (layout without fill, tap and decap cells) --
kind of cell / after synthesis / count (layout)
AND-OR/OR-AND: 1 / 1
AND/OR/NAND/NOR: 4 / 4
other: 1 / 129
flip-flops: 131 / 131
buffers and inverters: 131 / 165
Power figures rest on the tool's default switching activity, not on a simulated workload.
